### design/flow/run.sh
#!/bin/bash
# OpenROAD 26Q1-2900-gdf79404cd8, Yosys 0.63+post, stock flow scripts
make -C /OpenROAD-flow-scripts/flow DESIGN_CONFIG=/design/flow/config.mk WORK_HOME=/design/flow/orfs finish
### design/flow/config.mk
export PLATFORM = sky130hd
export DESIGN_NAME = Driver
export DESIGN_NICKNAME = Driver
export VERILOG_FILES = /design/flow/design.v
export SDC_FILE = /design/flow/constraint.sdc
export NUM_CORES = 4
export LEC_CHECK = 1
export CORE_UTILIZATION = 50
### design/flow/constraint.sdc
current_design Driver

set clk_period 3.3
set clk_io_pct 0.2

create_clock -name clk0 -period $clk_period [get_ports {clk}]

set non_clock_inputs [all_inputs -no_clocks]
set_input_delay [expr $clk_period * $clk_io_pct] -clock clk0 $non_clock_inputs
set_output_delay [expr $clk_period * $clk_io_pct] -clock clk0 [all_outputs]
### design/flow/design.v
`timescale 1ns/1ns
module Driver(input clk, input reset, walk, sensor, output[2:0] Main_road, output [2:0] Side_road);
    wire clok;
    clockDivider #(50000000) clock(clk,reset,clok);
    TrafficLight Light(clok,reset, walk, sensor, Main_road,Side_road);
endmodule
`timescale 1ns/1ns
module TrafficLight(input clk,reset,walk, sensor,output reg [2:0] Main_road,output reg [2:0] Side_road);
    reg[4:0] state;
    localparam  s0=5'b00001,
                s1=5'b00010,
                s2=5'b00100,
                s3=5'b01000,
		s4=5'b10000;
    reg [3:0] counter;
    localparam  T_base_main=4'd11,
                T_base = 4'd5,
                T_yel = 4'd1,
		T_ext = 4'd2;
    reg walkReq;
    reg shorterMainroadTime;
    reg longerSideroadTime;
    always @(posedge clk or posedge reset) begin
        if(reset)begin
            counter<=4'd0;
            state<=s0;
        end else 
        begin
            case(state)
            s0: begin
		if(walk == 1) walkReq <= 1;
		if(counter<5) begin
                    state <= s0;
                    counter <= counter+1;
		end
		else if(counter == 5)
			begin 
				state <= s0;
                		counter <= counter+1;
				if(sensor == 1) shorterMainroadTime = 1; else shorterMainroadTime = 0;
			end
		else 
			begin
				if(shorterMainroadTime == 1)
				begin
			      		if(counter < T_ext + T_base + 1)
					begin state<= s0; counter <= counter + 1;end
					else begin
                			    state <= s1;
                 			    counter<=4'd0;
            			    	end
				end
				else
				begin
					if(counter < T_base_main)
					begin state<= s0; counter <= counter + 1;end
					else begin
                			    state <= s1;
                 			    counter<=4'd0;
            			    	end
				end
			end
		end
            s1: begin
		if(walk == 1) walkReq <= 1;
		if(counter<T_yel) begin
                    state <= s1;
                    counter <= counter+1;
                end
                else begin
		    if(walkReq == 1)
		    begin
			state <= s4;
			counter <= 4'd0;
			walkReq <= 0;
		    end 
	 	    else begin
                        state <=s2;
                        counter<=4'd0;
                    end
		end
		end
            s2: begin
		if(walk == 1) walkReq <= 1;
		if(counter<5) begin
                    state <= s2;
                    counter <= counter+1;
		end
		else if(counter == 5)
			begin 
				if(sensor == 0) 
				begin longerSideroadTime = 0; state <= s3; counter<=4'd0; end 
				else begin longerSideroadTime = 1; state <= s2; counter <= counter+1; end
			end
		else   
			begin
			      if(counter < T_ext + T_base + 1)  
			      begin state<= s2; counter <= counter + 1;end
			      else begin
                		 state <= s3;
                 		 counter<=4'd0;
            		       end
			end
		end
            s3: begin
		if(walk == 1) walkReq <= 1;
		if(counter<T_yel) begin
                    state <= s3;
                    counter <= counter+1;
                end
                else begin
                    state <=s0;
                    counter<=4'd0;
                end
		end
	    s4:if(counter<T_ext) begin
                    state <= s4;
                    counter <= counter+1;
                end
                else begin
                    state <=s2;
                    counter<=4'd0;
                end
            default: state<=s0;
            endcase
        end  
    end
    always @(*)
    begin
        case (state)
            s0: begin Main_road <= 3'b001;
                Side_road <= 3'b100;
                end
            s1: begin Main_road <= 3'b010;
                Side_road <= 3'b100;
                end
            s2: begin 
                Main_road <= 3'b100;
                Side_road <= 3'b001; 
                end
            s3:begin Main_road <= 3'b100;
                Side_road <= 3'b010;
                end
	    s4:begin Main_road <= 3'b100;
		Side_road <= 3'b100;
		end
        endcase
    end
endmodule
`timescale 1ns/1ns
module clockDivider #(parameter n = 50000000) (input clk, rst, output reg clk_out);
	reg [31:0] count;  
	always @ (posedge(clk), posedge(rst)) 
	begin  
	if (rst == 1'b1)
	    count <= 32'b0;
	else if (count == n-1)
	    count <= 32'b0;
	else count <= count +1;
	end	
	always @ (posedge(clk), posedge(rst)) 
	begin  
	if (rst == 1'b1)
		clk_out <= 1'b0;
else if (count == n-1)
	    clk_out <= ~clk_out;
	else
	    clk_out <= clk_out;
end
endmodule
==> qor.csv <==
stage;metric;value;unit
sta;setup_viol;0;
critical_path;endpoint_kind;flop;
sta;max_freq;0.480;GHz
place;gp_congestion;0.867;
place;dpl.hpwl;3.76;mm
yosys;top_cells_by_area;dfrtp_1, xnor2_1, dlxtn_1;
routing;avgViaCountPerCell;5.72;
sta;untimed_endpoints;25;
critical_path;critPathArrivalTime;2260;ps
job;maxCapViolations;0;
clock_network;clk_path_buf_depth;2;
status;status;complete, no violations;
clock_network;clk_pin_slew;70;ps
yosys;yosysUniqueCellTypes;40;
global_routing;track_usage;0.219;
clock_network;insertion_delay;290;ps
finish;design_area;2770;sq um
yosys;synthAdderAreaFrac;0.0249;
sta;rsz0062_at_grt;no;
critical_path;ff2ff_setup_slack;1220;ps
floorplanning;die_h;72.9;um
sta;period_needed;2080;ps
critical_path;crit_family;simple AND/OR/NAND/NOR gates;
yosys;synthXorXnorAreaFrac;0.0870;
routing;num_vias;1910;
sta;finalWorstSetupSlack;1220;ps
clock_network;h-tree-depth;2;
floorplanning;rows;25;
yosys;edf_count;2;
pwr;vdd_drop_max;0.268;mV
floorplanning;initCoreUtil;0.526;
yosys;syn_avg_cell_area;9.60;sq um
critical_path;critPathMaxStageDelay;550;ps
yosys;synth_top_cell_by_area;dfrtp_1;
floorplanning;die_x;72.9;um
yosys;top_cells_by_count;dfrtp_1, nor2_1, nand3_1;
yosys;synth_flops;50;
routing;postRouteWirelength;5.10;mm
routing;first_iter_violations;49;
floorplanning;core;4790;sq um
finish;fillerInstances;430;
place;port_buffers;9;
hold_path;holdCritPathClass;flop to flop;
yosys;top_area_frac;0.408;
yosys;yosysMostFrequentCell;dfrtp_1;
floorplanning;die_area;5320;sq um
sta;fin_skew;10.5;ps
floorplanning;pin_count;10;
clock_network;cts_setup_buffers;0;
yosys;mux_share;0.00796;
critical_path;cp_max_fo;6;
routing;drc_errors;0;
global_routing;grt_max_degree;27;
sta;drv_slew;0;
sta;timing.setup.tns;0;ps
sta;unclocked_regs;17;
critical_path;worstPathRequired;3480;ps
yosys;yosys_area;2520;sq um
critical_path;crit_type;flop to flop;
sta;fin_crit_sh;0.631;
yosys;flop_cell;dfrtp_1;
clock_network;cts_hold_buffers;0;
routing;wire_per_inst;15.3;um
yosys;async_flop_share;0.840;
critical_path;crit_path_top_delay_cell;or4_1;
global_routing;grt_pass1_vias;1809;
critical_path;cp-start-kind;flop;
clock_network;cts_tree;done;
place;dp_cells;326;
job;warnings;27;
global_routing;antenna_found_initial;0;
clock_network;cts_buffers;5;
sta;hold_viol_final;0;
routing;first_pass_iters;4;
place;dpl_cell_area;2650;sq um
sta;slew-limit-headroom;0.391;
pwr;powerDensity;292;nW/um^2
pwr;leakagePower;1.18;nW
yosys;synth-compound-area-share;0.0925;
finish;fin_cells;334;
finish;area_growth;10.0;%
yosys;yosys_warnings;2;
finish;drive_gt1_frac;0.0487;
clock_network;cts_resized;0;
place;dpl_worst_slack;1220;ps
routing;diodes;0;
yosys;syn_inst;262;
clock_network;cts-root-buf;clkbuf_8;
yosys;logic_family;simple AND/OR/NAND/NOR gates;
yosys;ys_sh_simple;0.270;
critical_path;cp_num_buf_inv;0;
yosys;ys_cells;262;
global_routing;grt-ovfl-total;0;
critical_path;crit_chain;ha_1 -> nand3_1 -> or3_1 -> or4_1 -> xnor2_1;
global_routing;grt_pass1_wl;8.73;mm
yosys;syn-cell-area;2520;sq um
routing;detail-route-antenna-nets;0;
sta;worst_pin_slew;906;ps
## cell usage in the layout, fill, tap and decap left out, types with 2 or more instances in the layout
master,synthesis,routed
dfrtp_1,41,41
clkdlybuf4s50_1,0,9
ha_1,5,5
and4b_1,2,2
xnor2_1,16,16
clkbuf_8,0,6
nor4_1,9,9
nor3b_1,2,2
or3_1,4,4
o21ai_0,12,12
edfxtp_1,2,2
nand3_1,17,17
buf_4,0,3
nor2_1,20,20
and3_1,6,6
a211oi_1,3,3
a21oi_1,5,5
o31ai_1,9,9
nor3_1,10,10
nand2_1,15,15
or4_1,5,5
nand2b_1,2,2
and4_1,6,6
nor4b_1,2,2
xor2_1,9,9
mux2i_1,2,2
inv_1,11,10
dlxtn_1,6,6
nand4_1,14,14
## path summary, 6_finish.rpt
path | cells after the start | to | start
max | 5 | clock.count[26]$_DFF_PP0_ | clock.count[0]$_DFF_PP0_
min | 1 | clock.count[0]$_DFF_PP0_ | clock.count[0]$_DFF_PP0_
max reg2reg | 5 | clock.count[26]$_DFF_PP0_ | clock.count[0]$_DFF_PP0_
min reg2reg | 1 | clock.count[0]$_DFF_PP0_ | clock.count[0]$_DFF_PP0_
max in group asynchronous | 3 | clock.count[17]$_DFF_PP0_ | reset
min in group asynchronous | 2 | clock.count[8]$_DFF_PP0_ | reset
## area by class of cell
class	instances	area, sq um	share of cell area
flip-flops and latches	50	1200	0.434
repair buffers	12	113	0.0407
well taps	67	83.8	0.0303
clock buffers	7	86.3	0.0312
multi-input cells	186	1210	0.438
clock inverters	1	30.0	0.0108
inverters	11	41.3	0.0149
## logic make-up (layout without fill, tap and decap cells)
group / after synthesis / count (layout)
simple gates: 118 / 118
flops: 44 / 44
compound gates: 36 / 36
buf+inv: 26 / 31
xor+xnor: 25 / 25
latches: 6 / 6
fa+ha+maj: 5 / 5
mux: 2 / 2
## registers in the layout, summed over array words and instances (netlist names)
register and cells:
Light.Main_road 3, Light.walkReq 1, clock.count 32, Light.counter 4
clock.clk_out 1, Light.Side_road 3, Light.state 5, Light.shorterMainroadTime 1
## power by group
group	leakage [nW]	switching (mW)	internal, mW	total (mW)
Clock	0.0585	0.143	0.246	0.389
Sequential	0.633	0	0.405	0.405
Combinational	0.484	0.0110	0.00428	0.0153
## metrics by stage
step | hold slack, ps | utilization | total power, mW
2_1_floorplan | 433 | - | 0.421
3_3_place_gp | 445 | 0.554 | 0.429
3_5_place_dp | 452 | 0.554 | 0.429
4_1_cts | 462 | 0.579 | 0.819
5_1_grt | 484 | 0.579 | 0.836
6_report | 458 | 0.579 | 0.809
## per-layer routing
metal	track usage	up-vias	wire length (um)
met2	0.356	47	2440
met5	0	-	0
li1	-	965	-
met4	0.0261	0	59
met1	0.344	893	2440
met3	0.0238	5	170
No activity file was given, so power comes from the tool's default toggle rates.
